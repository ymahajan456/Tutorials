==> /design/flow/design.v <==
module addbit (
a      ,  
b      ,  
ci     ,  
sum    ,  
co        
);
input a;
input b;
input ci;
output sum;
output co;
wire  a;
wire  b;
wire  ci;
wire  sum;
wire  co;
assign {co,sum} = a + b + ci;
endmodule  
module adder_implicit (
result        ,  
carry         ,  
r1            ,  
r2            ,  
ci               
);
input    [3:0]   r1         ;
input    [3:0]   r2         ;
input            ci         ;
output   [3:0]  result      ;
output          carry       ;
wire     [3:0]    r1        ;
wire     [3:0]    r2        ;
wire              ci        ;
wire     [3:0]    result    ;
wire              carry     ;
wire              c1        ;
wire              c2        ;
wire              c3        ;
addbit u0 (
r1[0]           ,
r2[0]           ,
ci              ,
result[0]       ,
c1
);
addbit u1 (
r1[1]          ,
r2[1]          ,
c1             ,
result[1]      ,
c2
);
addbit u2 (
r1[2]          ,
r2[2]          ,
c2             ,
result[2]      ,
c3
);
addbit u3 (
r1[3]          ,
r2[3]          ,
c3             ,
result[3]      ,
carry
); 
endmodule  
==> /design/flow/run.sh <==
#!/bin/bash
# OpenROAD 26Q1-2900-gdf79404cd8, Yosys 0.63+post, stock flow scripts
make -C /OpenROAD-flow-scripts/flow DESIGN_CONFIG=/design/flow/config.mk WORK_HOME=/design/flow/orfs finish
==> /design/flow/config.mk <==
export PLATFORM = sky130hd
export DESIGN_NAME = adder_implicit
export DESIGN_NICKNAME = adder_implicit
export VERILOG_FILES = /design/flow/design.v
export SDC_FILE = /design/flow/constraint.sdc
export NUM_CORES = 4
export LEC_CHECK = 1
export CORE_AREA = 10 10 70 70
export DIE_AREA = 0 0 80 80
==> /design/flow/constraint.sdc <==
current_design adder_implicit

set clk_period 3.0
set clk_io_pct 0.2

create_clock -name clk0 -period $clk_period

set non_clock_inputs [all_inputs -no_clocks]
set_input_delay [expr $clk_period * $clk_io_pct] -clock clk0 $non_clock_inputs
set_output_delay [expr $clk_period * $clk_io_pct] -clock clk0 [all_outputs]
==> impl_metrics.yaml <==
# generated from flow reports
floorplanning:
  dieArea_um2: 6400
  die_h_um: 80
  core.rowCount: 21
  die_x_um: 80
  core_area_um2: 3416
  fp_util_pct: 4.322
  pin_count: 14
global_route:
  grt_pass1_wl_um: 710
  grt_overflow_total: 0
  grtUsageTotal_pct: 1.369
  grt_max_degree: 2
  first_global_vias: 148
  antenna_found_initial: 0
setup_path:
  cp.required_ns: 2.40
  cp_max_fo: 1
  crit_type: "primary input to output port"
  cpMaxStageDelayCell: "fa_1"
  worstSetupStartpointType: "primary input"
  critPathMaxStageDelay_ns: 0.40
  cp.arrival_ns: 2.27
  worstPathCellList: "buf_2, inv_2, fa_2, inv_2, fa_2, fa_2, inv_2, fa_1, inv_1, buf_2"
  cp-end-kind: "output port"
power_and_ir_drop:
  p_total_uw: 40.78
  power_leakage_nw: 0.1427
  ir_worst_vdd_mv: 0.04479
  power_density_nw_per_um2: 135.2
finish:
  clkbuf_count: 0
  layoutNonFillerInstCount: 74
  most-common-layout-cells: "clkdlybuf4s50_1 (6), inv_1 (5), inv_2 (5)"
  layout.cells.most_common: "clkdlybuf4s50_1"
  flops: 0
  register_area_um2: 0
  syn_to_final_growth_pct: 104.2
  final_area_um2: 301.5
  utilization_pct: 8.828
  layout-drive-gt1-share_pct: 42.86
placement:
  dpl_worst_slack_ns: -0.6557
  gp_congestion: 0.7844
  dpl.hpwl_um: 401.6
  io_buffers: 14
  place_inst: 74
  placed_cell_area_um2: 315.3
logic_synthesis:
  top_cell_area_share_pct: 54.24
  yosys_area_um2: 147.6
  netlist_instances: 18
  synth_seq_share_pct: 0
  yosys.cell_types.count: 3
  yosysWarnings: 0
  syn_area_um2: 147.6
  ys_cells: 18
  top_area_cell: "fa_1"
  netlist_top_cells_area: "fa_1 (54%), inv_1 (25%), buf_4 (20%)"
  syn_area_per_cell_um2: 8.202
sta:
  hold_viol: 0
  max_slew_margin_pct: 93.30
  fin_hold_ws_ns: 1.945
  tns_ns: 0
  fin_ws_ns: 0.1349
  max_freq_mhz: 349.0
  slew_violations: 0
  rsz0062_at_grt: "false"
  min_period_ns: 2.865
  finalSetupViolations: 0
  tightest_slew_ns: 0.1003
  post-route-period-util_pct: 95.50
route:
  drt-wirelength-per-cell_um: 5.419
  diodes: 0
  drt.antenna.violating_nets: 0
  routed_wl_um: 401
  routed-via-count: 128
  dr.pass1.iters: 1
  top_layer: "met3"
  vias_per_cell: 1.730
  route.met3.wl_um: 128
  route.detailed.drc: 0
  wl_met2_um: 80
  first_iter_violations: 0
  wl_met1_um: 192
clock_network:
  cts_hold_buf: 0
  postCtsSetupBuffers: 0
min_path:
  hold_depth: 4
  hold_class: "primary input to output port"
status:
  status: "finished clean"
job:
  warnings: 32
  drv_cap: 0
worst max-delay path: cells and delay by family:
family	cells	cell delay (ns)
adder cells (fa/ha/maj)	4	1.27
buffers and inverters	6	0.39
what timing repair did:
action	4_1_cts	5_1_grt
pin swaps	4	3
endpoints found under the hold margin	0	0
endpoints found under the setup margin	4	1
gates resized	24	1
final timing paths:
path | startpoint | end
worst min-delay path | r2[1] | result[2]
worst max-delay path | r2[0] | result[3]
synth_stat cells (all sizes together):
cell type,n
fa,4
buf,4
inv,10
kinds of logic (layout without fill, tap and decap cells):
logic type               after synthesis  in the layout  synth area share [%]
adder cells (fa/ha/maj)                4              4                 54.24
buffers and inverters                 14             24                 45.77
per-layer routing:
layer,global-route usage [%],up-vias
li1,-,60
met1,1.873,54
met2,1.605,14
met3,1.250,0
met4,0,0
met5,0,-
power breakdown:
part	switching, mW	internal (mW)
Clock	0	0
Combinational	0.0135	0.0272
Sequential	0	0
final cells by class:
class                      count  area (µm²)
fill                         411        3114
timing repair buffer          14       118.9
multi-input combinational      4       87.58
tap                           46       57.56
inverter                      10       37.54
Power is estimated from default activity; no workload was simulated.
