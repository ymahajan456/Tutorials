<file path="/design/flow/run.sh">
#!/bin/bash
# OpenROAD 26Q1-2900-gdf79404cd8, Yosys 0.63+post, stock flow scripts
make -C /OpenROAD-flow-scripts/flow DESIGN_CONFIG=/design/flow/config.mk WORK_HOME=/design/flow/orfs finish
</file>
<file path="/design/flow/config.mk">
export PLATFORM = sky130hd
export DESIGN_NAME = first_counter
export DESIGN_NICKNAME = first_counter
export VERILOG_FILES = /design/flow/design.v
export SDC_FILE = /design/flow/constraint.sdc
export NUM_CORES = 4
export LEC_CHECK = 1
export CORE_AREA = 10 10 70 70
export DIE_AREA = 0 0 80 80
</file>
<file path="/design/flow/constraint.sdc">
current_design first_counter

set clk_period 1.7
set clk_io_pct 0.2

create_clock -name clk0 -period $clk_period [get_ports {clock}]

set non_clock_inputs [all_inputs -no_clocks]
set_input_delay [expr $clk_period * $clk_io_pct] -clock clk0 $non_clock_inputs
set_output_delay [expr $clk_period * $clk_io_pct] -clock clk0 [all_outputs]
</file>
<file path="/design/flow/design.v">
module first_counter (
clock ,  
reset ,  
enable ,  
counter_out  
);  
input clock ;
input reset ;
input enable ;
output [3:0] counter_out ;
wire clock ;
wire reset ;
wire enable ;
reg [3:0] counter_out ;
always @ (posedge clock)
begin : COUNTER  
  if (reset == 1'b1) begin
    counter_out <= #1 4'b0000;
  end
  else if (enable == 1'b1) begin
    counter_out <= #1 counter_out + 1;
  end
end  
endmodule  
</file>
==> impl_metrics.tcl <==
# collected from the flow reports
set metrics [dict create \
    status "complete, no violations" \
    cts_max_level 1 \
    cts_resized 0 \
    cts_tree "done" \
    fin_crit_ps 1470 \
    max_stage_delay_ps 500 \
    top_regs "counter_out (4)" \
    setup_viol 0 \
    ctsLongestPathBuffers 2 \
    via_per_inst 1.96 \
    final_max_slew_viol_count 0 \
    grt_usage_pct 1.76 \
    path_class "register to output port" \
    area_delta_synth_final_pct 78.3 \
    cap_violations 0 \
    ys.flops 4 \
    crit_cells 1 \
    ys_types 11 \
    fmax_ghz 0.681 \
    cp_top_family "buffers and inverters" \
    numCtsBuffers 3 \
    min_path_cells 2 \
    lay_top_count "clkdlybuf4s50_1" \
    gp_congestion 0.647 \
    largest-register "counter_out" \
    cp.required_ps 1360 \
    synth_stat.cells 16 \
    endpoint_kind "output port" \
    root_buffer "clkbuf_4" \
    largest_reg_flops 4 \
    rsz0062_at_grt "no" \
    hold_violations 0 \
    antenna_found_initial 0 \
    grt_pass1_wl_um 834 \
    reg2reg_slack_ps 740 \
    p_leak_uw 0.000120 \
    syn_avg_cell_area_sq_um 11.2 \
    p_per_area_mw_per_mm2 781 \
    r2r_cells 3 \
    ys_seq_share_pct 44.8 \
    floorplan.core_util_pct 5.24 \
    cpMaxStageDelayCell "clkdlybuf4s50_1" \
    drcViolationCount 0 \
    ys_area_sq_um 179 \
    fp.dieH_um 80 \
    ctsHoldBuffers 0 \
    yosys_warnings 1 \
    max_slew_margin_pct 83.2 \
    syn_area_sq_um 179 \
    cp.arrival_ps 1130 \
    postSynthCellCount 16 \
    crit_fanout 4 \
    whs_ps 572 \
    path_cells "clkdlybuf4s50_1" \
    peakVddDrop_uv 213 \
    cts.sinks 4 \
    openroad.warnings 25 \
    post_cts_buffers 0 \
    antenna_cells_inserted 0 \
    nFillCells 401 \
    die_w_um 80 \
    finalInstanceArea_sq_um 319 \
    final_cell_mix "6 x clkdlybuf4s50_1, 4 x dfxtp_1, 3 x nor2_1, 3 x clkbuf_4" \
    crit_buf_inv 1 \
    clock_skew_ps 3.31 \
    grt_pass1_vias 161 \
    die_area_sq_mm 0.00640 \
    wl_per_cell_um 6.62 \
    initialDrtViolationCount 12 \
    grt_max_degree 6 \
    clk_latency_ps 230 \
    worst_pin_slew_ps 251 \
    core_area_sq_mm 0.00342 \
    wirelength_um 470 \
    globalRoute.totalOverflow 0 \
    setup-tns-final_ps 0 \
    row_count 21 \
    vias 139 \
    dpl_cell_area_sq_um 297 \
    ant_nets 0 \
    hold_path.class "register to register" \
    top_level_ports 7 \
    dr.pass1.iters 2 \
    clk_pin_slew_ps 40 \
    drive_above_1_share_pct 24.0 \
    finalCritPeriodShare_pct 86.3 \
    startpoint_type "register" \
    portBuffers 6 \
]
==> path summary, 6_finish.rpt <==
check,startpoint,end
min,counter_out[3],counter_out[3]
min reg2reg,counter_out[3],counter_out[3]
max reg2reg,counter_out[0],counter_out[1]
max,counter_out[0],counter_out[0]
==> synth_stat cells <==
cell type	instances	area (sq um)
dfxtp_1	4	80.1
nor2_1	3	11.3
a21bo_2	1	10.0
a21oi_1	1	5.00
ha_1	1	12.5
mux2_4	1	15.0
mux2i_1	1	10.0
nand3b_1	1	7.51
nand4_2	1	12.5
nor2b_1	1	6.26
xnor2_1	1	8.76
==> per-stage QoR <==
stage | util [%] | instances | total power, uW | worst slack [ps]
after floorplan | - | 16 | 116 | 813
after global placement | 8.68 | 68 | 137 | 188
after detailed placement | 8.68 | 68 | 137 | 195
after CTS | 9.34 | 71 | 256 | 210
after global routing | 9.34 | 71 | 271 | 144
final | 9.34 | 71 | 249 | 232
==> per-layer routing <==
metal / track usage, % / wire length [um]
met1: 2.19 / 224
met2: 1.85 / 146
met3: 2.16 / 100
met4: 0.176 / 0
met5: 0 / 0
==> layout make-up <==
| cell class | instances | area [sq um] | area share (%) |
|---|---|---|---|
| Sequential cell | 4 | 80.1 | 25.1 |
| Timing Repair Buffer | 6 | 60.1 | 18.8 |
| Multi-Input combinational cell | 12 | 98.8 | 31.0 |
| Tap cell | 46 | 57.6 | 18.0 |
| Clock buffer | 3 | 22.5 | 7.06 |
==> cell families after synthesis <==
| kind of cell | share of synthesized area (%) |
|---|---|
| AOI/OAI and AO/OA | 8.39 |
| adders and majority gates | 6.99 |
| DFF | 44.8 |
| muxes | 14.0 |
| and+or+nand+nor | 21.0 |
| xor gates and xnor gates | 4.90 |
==> power breakdown <==
group          leakage, uW  total [uW]  switching (uW)  internal, uW
registers        0.0000326         106            6.41          99.7
clock network    0.0000138         114            35.1          78.7
logic            0.0000738        29.4            10.1          19.2
Power and IR drop assume default switching activity.
