File: flow/config.mk
export PLATFORM = sky130hd
export DESIGN_NAME = adder_explicit
export DESIGN_NICKNAME = adder_explicit
export VERILOG_FILES = /design/flow/design.v
export SDC_FILE = /design/flow/constraint.sdc
export NUM_CORES = 4
export LEC_CHECK = 1
export CORE_AREA = 10 10 70 70
export DIE_AREA = 0 0 80 80
File: flow/constraint.sdc
current_design adder_explicit

set clk_period 5.0
set clk_io_pct 0.2

create_clock -name clk0 -period $clk_period

set non_clock_inputs [all_inputs -no_clocks]
set_input_delay [expr $clk_period * $clk_io_pct] -clock clk0 $non_clock_inputs
set_output_delay [expr $clk_period * $clk_io_pct] -clock clk0 [all_outputs]
File: flow/design.v
module addbit (
a      ,  
b      ,  
ci     ,  
sum    ,  
co        
);
input a;
input b;
input ci;
output sum;
output co;
wire  a;
wire  b;
wire  ci;
wire  sum;
wire  co;
assign {co,sum} = a + b + ci;
endmodule  
module adder_explicit (
result        ,  
carry         ,  
r1            ,  
r2            ,  
ci               
);
input    [3:0]   r1         ;
input    [3:0]   r2         ;
input            ci         ;
output   [3:0]  result      ;
output          carry       ;
wire     [3:0]    r1        ;
wire     [3:0]    r2        ;
wire              ci        ;
wire     [3:0]    result    ;
wire              carry     ;
wire              c1        ;
wire              c2        ;
wire              c3        ;
addbit u0 (
.a           (r1[0])        ,
.b           (r2[0])        ,
.ci          (ci)           ,
.sum         (result[0])    ,
.co          (c1)
);
addbit u1 (
.a           (r1[1])        ,
.b           (r2[1])        ,
.ci          (c1)           ,
.sum         (result[1])    ,
.co          (c2)
);
addbit u2 (
.a           (r1[2])        ,
.b           (r2[2])        ,
.ci          (c2)           ,
.sum         (result[2])    ,
.co          (c3)
);
addbit u3 (
.a           (r1[3])        ,
.b           (r2[3])        ,
.ci          (c3)           ,
.sum         (result[3])    ,
.co          (carry)
);
endmodule  
File: flow/run.sh
#!/bin/bash
# OpenROAD 26Q1-2900-gdf79404cd8, Yosys 0.63+post, stock flow scripts
make -C /OpenROAD-flow-scripts/flow DESIGN_CONFIG=/design/flow/config.mk WORK_HOME=/design/flow/orfs finish
==> job_summary.md <==
## Synthesis and layout report

| Metric | Value |
|---|---|
| RSZ-0062 raised after global routing | `false` |
| CP cell instances | `clkdlybuf4s50_1 > inv_1 > fa_1 > inv_1 > fa_1 > fa_1 > inv_1 > fa_1 > inv_1 > clkdlybuf4s50_1` |
| Core area | `0.00342 mm2` |
| Cell count in the Yosys report | `18` |
| Chip Height | `80 um` |
| Fillers | `410` |
| Floorplan Utilization | `4.32%` |
| Slowest CP cell | `clkdlybuf4s50_1` |
| Vias in the first global route | `170` |
| Critical Path RT | `4000 ps` |
| Chip Area, Yosys | `148 um2` |
| Fin crit share | `88.9%` |
| Synth top area share | `54.2%` |
| Clock buffers | `0` |
| Antenna violations before repair | `0` |
| Pwr/cell area | `89.6 mW/mm2` |
| Hold wc startpoint | `r2[0]` |
| Worst Hold End | `result[0]` |
| Flop area | `0 um2` |
| Cells after Synth | `18` |
| IO Count | `14` |
| Cell type with the largest total area | `fa_1` |
| # DRC | `0` |
| Post-Syn Area | `148 um2` |
| Die Size | `0.00640 mm2` |
| Critical path class | `primary input to output pin` |
| Placed cell count | `74` |
| Max cap viols | `0` |
| Register share after synthesis | `0%` |
| CP max FO | `1` |
| Setup crit end kind | `output pin` |
| Worst EP arrival | `3450 ps` |
| Static Leak | `0.137 nW` |
| Distinct lib cells used | `3` |
| F_max | `0.225 GHz` |
| Setup TNS | `0 ps` |
| Flip-flops | `0` |
| Top cells by area | `fa_1 54%, inv_1 25%, buf_4 20%` |
| CP delay by family, top | `adder cells` |
| Antenna diodes | `0` |
| Pins Over Slew Limit | `0` |
| WHS Path Cells | `5` |
| Mapped Avg Cell Area | `8.20 um2` |
| Die X | `80 um` |
| Slew @ Worst Pin | `112 ps` |
| Hold Vio Cnt, Final | `0` |
| # setup viols final | `0` |
| Buf+Inv Stages, Crit Path | `6` |
| GR Util All Layers | `1.41%` |
| DRT Pass-1 Iters | `1` |
| Routed WL | `391 um` |
| Synth warn | `0` |
| Hpwl dp | `395 um` |
| Min-Delay Path Class | `primary input to output pin` |
| CTS resizes | `0` |
| Via count | `120` |
| Global route total overflow | `0` |
| First-pass GRT wire length | `724 um` |
| Gpl congestion | `0.782` |
| Max_slew headroom | `92.5%` |
| Largest stage delay, worst path | `470 ps` |
| Post-layout minimum cycle time | `4450 ps` |
| Post-Layout Cell Count | `74` |
| Num rows | `21` |
| # hold bufs at CTS | `0` |
| Detailed Route Iter0 Violations | `0` |
| Post-CTS setup buffers | `0` |
| Tool warnings | `32` |
| Final core utilization | `9.23%` |
| Status | `finished, final reports clean` |
| # port buffers | `14` |
| Via density | `1.62` |
| Min Hold Slack | `3030 ps` |
| Crit start category | `primary input` |
| ANT nets after route | `0` |
| Layout cells sized above 1 | `0%` |
| Peak VDD IR | `0.0000178 V` |
| Pin count of the biggest net entering global routing | `2` |
| Wirelength per Cell | `5.28 um` |
| Synthesis-to-finish area growth | `114%` |
[report_power, final]
group          switching [W]  internal, W  leakage [nW]
registers                  0            0             0
clock network              0            0             0
logic             0.00000784    0.0000204         0.137
total             0.00000784    0.0000204         0.137
[per-stage QoR]
step	total power [W]	setup WS, ps	area, um2
final	0.0000282	553	315
after global routing	0.0000341	327	315
after CTS	0.0000293	517	315
after global placement	0.0000291	538	315
after detailed placement	0.0000292	521	315
after floorplan	0.0000137	1420	148
[placed cells by master, fill, tap and decap left out]
master / synthesis / routed
clkdlybuf4s50_1: 0 / 14
fa_1: 4 / 4
inv_1: 10 / 10
[per-layer routing]
metal	vias up	GRT usage, %	wire length, um	share of wire (%)
met4	0	0	0	0
met3	0	1.48	120	31
li1	60	-	-	-
met5	-	0	0	0
met1	46	2.20	215	55
met2	14	1.20	55	14
[how the worst max path moves through the flow]
stage	startpoint	cells after the start	to
global route	ci	10	result[3]
finish	ci	10	result[3]
CTS	ci	10	result[3]
[cell usage after synthesis]
cell type   n
inv_1      10
fa_1        4
buf_4       4
[area by class of cell]
class,count,area (um2),share of cell area [%]
timing repair buffer,14,140,44.4
tap,46,57.6,18.3
multi-input combinational,4,80.1,25.4
inverter,10,37.5,11.9
[cells by family (layout without fill, tap and decap cells)]
group	Yosys count	count (layout)	synth area share [%]
buf+inv	14	24	45.8
fa+ha+maj	4	4	54.2
Power figures rest on the tool's default switching activity, not on a simulated workload.
